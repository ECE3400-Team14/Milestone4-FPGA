### /design/flow/run.sh
#!/bin/bash
# OpenROAD 26Q1-2900-gdf79404cd8, Yosys 0.63+post, stock flow scripts
make -C /OpenROAD-flow-scripts/flow DESIGN_CONFIG=/design/flow/config.mk WORK_HOME=/design/flow/orfs finish
### /design/flow/config.mk
export PLATFORM = sky130hd
export DESIGN_NAME = SIMULATOR_OLD
export DESIGN_NICKNAME = SIMULATOR_OLD
export VERILOG_FILES = /design/flow/design.v
export SDC_FILE = /design/flow/constraint.sdc
export NUM_CORES = 4
export LEC_CHECK = 1
export CORE_UTILIZATION = 50
### /design/flow/constraint.sdc
current_design SIMULATOR_OLD

set clk_period 22.9
set clk_io_pct 0.2

create_clock -name clk0 -period $clk_period [get_ports {CLK}]

set non_clock_inputs [all_inputs -no_clocks]
set_input_delay [expr $clk_period * $clk_io_pct] -clock clk0 $non_clock_inputs
set_output_delay [expr $clk_period * $clk_io_pct] -clock clk0 [all_outputs]
### /design/flow/design.v
module SIMULATOR_OLD (
  CLK,
  VSYNC,
  HREF,
  DATA
);
input CLK;
output reg VSYNC;
output reg HREF;
output reg [7:0] DATA;
reg [15:0] counter = 0;
wire [15:0] RED =    16'b0000111100000000; 
wire [15:0] GREEN =  16'b0000000011110000; 
wire [15:0] BLUE =   16'b0000000000001111; 
wire [15:0] YELLOW = RED | GREEN;
wire [15:0] CYAN =   GREEN | BLUE;
wire [15:0] MAGENTA = RED | BLUE;
wire [15:0] WHITE = 16'b1111111111111111;
wire [15:0] BLACK = 0;
reg [15:0] COLOR;
reg [7:0] x = 0;
reg [7:0] y = 0;
always @ (negedge CLK) begin
  if (counter == 800000) begin
    counter <= 0;
    HREF <= 0;
    VSYNC <= 0;
    DATA <= 0;
	 x = 0;
    y = 0;
  end
  else begin
    if (counter > 0 && counter < 3) begin
      counter <= counter + 1;
      HREF <= 0;
      VSYNC <= 1;
      DATA <= 0;
    end
    else begin
      if (counter == 0 || counter == 3) begin
        counter <= counter + 1;
        HREF <= 0;
        VSYNC <= 0;
        DATA <= 0;
      end
      else begin
        if (((counter-4) % (2*180)) < 2*176) begin
			 if (((counter-4) % (2*180)) == 2*176-1) begin
				y <= y + 1;
			 end
          if ((counter % 2) == 0) begin
            counter <= counter + 1;
            HREF <= 1;
            VSYNC <= 0;
				x <= x + 1;
				DATA = COLOR[15:8];
          end
          else begin
            counter <= counter + 1;
            HREF <= 1;
            VSYNC <= 0;
				DATA = COLOR[7:0];
          end
        end
        else begin
		    counter <= counter + 1;
			 HREF <= 0;
			 VSYNC <= 0;
			 DATA <= 0;
			 x <= 0;
        end
      end
    end
  end
end
always @ (negedge CLK) begin
  if (x < 20)
  begin
    COLOR <= RED;
  end
  if (x < 40 && x > 19)
  begin
    COLOR <= GREEN;
  end
  if (x < 60 && x > 39)
  begin
    COLOR <= BLUE;
  end
  if (x < 80 && x > 59)
  begin
    COLOR <= YELLOW;
  end
  if (x < 100 && x > 79)
  begin
    COLOR <= CYAN;
  end
  if (x < 120 && x > 99)
  begin
    COLOR <= MAGENTA;
  end
  if (x < 140 && x > 119)
  begin
    COLOR <= WHITE;
  end
  if (x < 176 && x > 139)
  begin
    COLOR <= BLACK;
  end
end
endmodule
==> flow_metrics.tcl <==
# flow metrics
set metrics [dict create \
    status "finished clean" \
    end_kind "output pin" \
    final_area_mm2 0.00491 \
    pin_count 11 \
    synthArstFlopShare_pct 0 \
    routabilityCongestion 0.922 \
    layout_top_cells "nor2_1, nand2_1, inv_1" \
    netlist_area_mm2 0.00456 \
    grt_pass1_vias 4296 \
    maxCapViolations 0 \
    ant_nets 0 \
    worstPathArrival_ns 12.62 \
    p_per_area_mw_per_mm2 29.7 \
    tns_ns 0 \
    antenna_found_initial 0 \
    maxSlewHeadroom_pct 45.9 \
    synth.distinct_cells 92 \
    drive_gt1_share_pct 9.54 \
    critPathMaxFanout 4 \
    hp-class "flop to flop" \
    ys_warn_count 1 \
    ir_drop_uv 29.5 \
    io_buffers 10 \
    routed_wl_um 11600 \
    diodes 0 \
    drtIter0Drc 278 \
    warnings 60 \
    dp_hpwl_um 8590 \
    clock_sinks 32 \
    hold_buffers 0 \
    grt_overflow_total 0 \
    leakage_nw 1.71 \
    dpl.cell_count 698 \
    top_area_share_pct 10.5 \
    crit_chain "clkdlybuf4s50_1" \
    whs_ns 0.506 \
    clk_path_buf_depth 2 \
    critPathBufInv 1 \
    syn_to_final_growth_pct 7.68 \
    fin_skew_ns 0.0151 \
    die_w_um 97.5 \
    critPathLaunchType "flop" \
    cts_setup_buffers 0 \
    cp.required_ns 18.32 \
    wl_per_cell_um 15.8 \
    cpPeakStageDelay_ns 0.48 \
    clock_latency_ns 0.35 \
    rsz0062_at_grt "no" \
    edf_count 8 \
    yosysCellCount 614 \
    fp_util_pct 52.0 \
    max_slew.worst_pin.slew_ns 0.811 \
    synth_top_cell_by_area "dfxtp_1" \
    ys_chip_area_mm2 0.00456 \
    syn_inst 614 \
    via_count 4675 \
    grt_start_max_net_pins 23 \
    dr.pass1.iters 5 \
    drv_slew 0 \
    synth.area.top_cells "dfxtp_1, xnor2_1, edfxtp_1" \
    grt_usage_pct 25.2 \
    numSynthFlops 32 \
    avgSynthCellArea_um2 7.43 \
    core_mm2 0.00876 \
    numCtsBuffers 5 \
    h-tree-depth 2 \
    die_area_mm2 0.00950 \
    cts_tree "built" \
    seq_area_frac_synth_pct 15.8 \
    die_h_um 97.5 \
    num_rows 34 \
    crit_type "flop to output pin" \
    setup_viol 0 \
    power_w 0.000146 \
    instances_no_fill 737 \
    cts.repair.resized 0 \
    viasPerCell 6.34 \
    critical-path-slowest-cell "clkdlybuf4s50_1" \
    path_clk_slew_ns 0.03 \
    drc 0 \
    ys.flop_type "dfxtp_1" \
    hold_violations 0 \
    cts_root_buf "clkbuf_8" \
    grt_pass1_wl_um 20100 \
    place_area_mm2 0.00466 \
    crit_family "buffers and inverters" \
]
==> sequential cells by signal (all words and copies together), names as in the netlist <==
signal and flops:
COLOR 4, DATA 2, HREF 1, VSYNC 1, counter 16, x 8
==> cell type report <==
class / instances / area [um2]
Clock buffer: 5 / 68.8
Clock inverter: 35 / 189
Fill cell: 822 / 3850
Inverter: 9 / 33.8
Multi-Input combinational cell: 527 / 3580
Sequential cell: 32 / 721
Tap cell: 108 / 135
Timing Repair Buffer: 21 / 183
==> worst paths after layout <==
kind / start / end / slack (ns) / cells past startpoint
worst min-delay path: counter[0] / counter[0] / 0.51 / 1
worst max-delay path: DATA[6] / DATA[6] / 5.70 / 1
worst min register to register: counter[0] / counter[0] / 0.51 / 1
worst max register to register: counter[2] / x[4] / 12.99 / 27
==> power breakdown <==
group / internal, W / switching, W
logic: 0 / 0
registers: 0.0000581 / 0
clock network: 0.0000512 / 0.0000366
total: 0.000109 / 0.0000366
==> per-layer routing <==
metal | up-vias | wire length [um] | GRT usage (%)
met5 | - | 0 | 0
met4 | 0 | 19 | 4.41
met3 | 2 | 768 | 2.93
met2 | 167 | 5150 | 37.2
met1 | 2115 | 5710 | 40.2
li1 | 2391 | - | -
==> synthesized netlist by cell type (3+ instances only) <==
cell type  number
a211o_1         7
a211oi_1       14
a21o_1          7
a21oi_1        38
a221oi_1        4
a22o_1          3
a31oi_1        11
and2_1          8
and3_1         11
buf_1           4
buf_2           5
buf_4           8
clkbuf_1       25
dfxtp_1        24
edfxtp_1        8
ha_1            6
inv_1          10
mux2_2          3
mux2i_1        16
nand2_1        50
nand2b_1        4
nand3_1        28
nand4_1        20
nor2_1         50
nor3_1         29
nor4_1         12
o211ai_1       15
o21a_1          6
o21ai_0        26
o21ai_4         3
o221ai_1        3
o2bb2ai_1       4
o31ai_1         4
o32ai_1         3
or2_2           5
or3_1           9
or4_1           5
xnor2_1        36
xor2_1         20
==> kinds of logic (layout without fill, tap and decap cells) <==
group | after synthesis | count (layout) | share of synthesized area [%]
xor+xnor | 57 | 57 | 11.1
compound gates | 196 | 196 | 32.8
simple gates | 248 | 248 | 28.5
mux | 19 | 19 | 4.25
buf+inv | 55 | 70 | 5.68
flops | 32 | 32 | 15.8
fa+ha+maj | 7 | 7 | 1.87
==> per-stage QoR <==
step,worst slack (ns),utilization (%)
2_1_floorplan,6.46,-
3_3_place_gp,6.07,53.1
3_5_place_dp,6.05,53.1
4_1_cts,5.69,56.0
5_1_grt,5.65,56.0
6_report,5.70,56.0
Power is estimated from default activity; no workload was simulated.
