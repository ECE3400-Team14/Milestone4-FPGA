==> config.mk <==
export PLATFORM = sky130hd
export DESIGN_NAME = VGA_DRIVER
export DESIGN_NICKNAME = VGA_DRIVER
export VERILOG_FILES = /design/flow/design.v
export SDC_FILE = /design/flow/constraint.sdc
export NUM_CORES = 4
export LEC_CHECK = 1
export CORE_AREA = 10 10 84 84
export DIE_AREA = 0 0 94 94
==> design.v <==
module VGA_DRIVER (
	RESET,
	CLOCK,
	PIXEL_COLOR_IN,
	PIXEL_X,
	PIXEL_Y,
	PIXEL_COLOR_OUT,
	H_SYNC_NEG,
	V_SYNC_NEG
);
input CLOCK;  
input RESET;
input  [7:0] PIXEL_COLOR_IN;  
output [9:0] PIXEL_X;  
output [9:0] PIXEL_Y;  
output [7:0] PIXEL_COLOR_OUT;  
output       H_SYNC_NEG;  
output       V_SYNC_NEG;  
reg  [9:0] pixel_count;
reg  [9:0] line_count;
assign PIXEL_X    = pixel_count;
assign PIXEL_Y    = line_count;
assign PIXEL_COLOR_OUT = (pixel_count<(640)  )
									? (PIXEL_COLOR_IN) : (8'b00000000) ;  
assign H_SYNC_NEG = (pixel_count>=656 && pixel_count<752) ? (1'b0) : (1'b1);  
assign V_SYNC_NEG = (line_count>=490 && line_count<492) ? (1'b0) : (1'b1);  
always @(posedge CLOCK) begin
	if (RESET) begin
		pixel_count <= 10'b0;
		line_count <= 10'b0;
	end
	else if (pixel_count == (795-1)) begin
		pixel_count <= 0;
		if (line_count == (525-1)) begin
		line_count <= 0;
		end 
		else begin
		line_count <= line_count + 1;
		end
	end 
	else begin
		pixel_count <= pixel_count + 1;
		line_count <= line_count;
	end
end
endmodule
==> constraint.sdc <==
current_design VGA_DRIVER

set clk_period 2.8
set clk_io_pct 0.2

create_clock -name clk0 -period $clk_period [get_ports {CLOCK}]

set non_clock_inputs [all_inputs -no_clocks]
set_input_delay [expr $clk_period * $clk_io_pct] -clock clk0 $non_clock_inputs
set_output_delay [expr $clk_period * $clk_io_pct] -clock clk0 [all_outputs]
==> run.sh <==
#!/bin/bash
# OpenROAD 26Q1-2900-gdf79404cd8, Yosys 0.63+post, stock flow scripts
make -C /OpenROAD-flow-scripts/flow DESIGN_CONFIG=/design/flow/config.mk WORK_HOME=/design/flow/orfs finish
==> impl_metrics.ini <==
; yosys + openroad results
[detailed_routing]
drt_wl_total_um = 2870
antenna_cells = 0
wl_per_cell_um = 12.1
drc = 0
ant_nets = 0
drt_iter0_markers = 19
vias_per_cell = 4.32
drt_pre_antenna_iters = 4
via_count = 1023

[synthesis]
synthCells = 124
synth_area_per_cell_um2 = 8.73
yosys_warnings = 1
syn-cell-area_um2 = 1080
ys_seq_share_pct = 37.0
ys_types = 33
ys_area_um2 = 1080
yosysCellCount = 124
ys_ff = 20

[clock_network]
postCtsSetupBuffers = 0
cts_max_path_buffers = 2
clock_sinks = 20
root_buffer = clkbuf_8
post_cts_resized = 0
htreeDepth = 1
hold_buffers = 0
worstSkewPairLatency_ns = 0.25
clk_pin_slew_ns = 0.07
cts_buffers = 3
cts_tree = yes

[place]
gp_congestion = 0.825
port_buffers = 39
pre_cts_slack_ns = 0.644
place_area_um2 = 1570
post-dp-hpwl_um = 2270

[global_route]
grt_pass1_vias = 957
grt_max_degree = 11
grt_pass1_wl_um = 4600
grt-ovfl-total = 0
antenna_found_initial = 0
grt_util_all_layers_pct = 6.26

[finish]
drive_above_1_share_pct = 7.19
num-fill-cells = 553
layout_top_cell = clkdlybuf4s50_1
final_cell_area_um2 = 1610
syn2layout_area_growth_pct = 48.9
final_cell_mix = 39 x clkdlybuf4s50_1, 20 x dfxtp_1, 18 x nor2_1

[sta]
period_minus_slack_ns = 2.34
maxSlewViolCount = 0
clock.fmax_mhz = 428
worst_slack_ns = 0.464
min_period_over_period_pct = 83.4
rsz0062_at_grt = no
setup_viol = 0
hold_viol = 0
finalSetupTns_ns = 0
relSlewSlack_pct = 73.7
tightest_slew_ns = 0.394
fin_skew_ns = 0.00193

[worst_setup_path]
r2r_cells = 5
criticalPathCategory = flop to primary output
arrival_ns = 1.78
r2r_start = pixel_count[4]
regToRegEndpoint = line_count[4]
reg2reg_slack_ns = 0.63
cp-start-kind = flop
worstPathMaxFanout = 8
cp-end-kind = primary output
worst_ep_required_time_ns = 2.24

[hold_path]
worstHoldStart = pixel_count[0]
hold_path_end = pixel_count[0]
holdPathStages = 1
hold_class = flop to flop

[pwr]
switchingPower_mw = 0.102
power.total_mw = 0.520
p_leak_nw = 0.537
swShare_pct = 19.7
cellPowerDensity_nw_per_um2 = 323
p_seq_share_pct = 56.5
pwr-share-comb_pct = 9.2
vdd_drop_max_mv = 0.151
intPower_mw = 0.418
clkPwrFrac_pct = 34.3

[flow_run]
drv_cap = 0
tool_warnings = 30

[floorplan]
fp_util_pct = 20.8
die_y_um = 94
ioPinCount = 40
row_count = 26
core_um2 = 5200
die_area_um2 = 8840
die_width_um = 94

[status]
outcome = completed
[critical path: stages (launching register included)]
cell	delay, ns
dfxtp_1	0.38
and3_2	0.26
or4_1	0.47
clkdlybuf4s50_1	0.42
[registers in the layout, summed over array words and instances (netlist names)]
signal       count
line_count      10
pixel_count     10
[kinds of logic after synthesis]
group	synth area share, %
buffers and inverters	2.54
xor gates and xnor gates	10.5
adders and majority gates	6.94
and+or+nand+nor	35.4
DFF	37.0
AOI/OAI and AO/OA	5.78
muxes	1.85
[routing by layer]
layer | track usage (%) | share of wire, % | vias to the layer above | wire length, um
met5 | 0 | 0 | - | 0
met2 | 9.68 | 45 | 31 | 1280
met3 | 2.75 | 10 | 2 | 290
met4 | 0.380 | 0.28 | 0 | 8
li1 | - | - | 522 | -
met1 | 8.27 | 45 | 468 | 1280
[power by group through the flow]
stage	clock [mW]	sequential, mW	combinational [mW]
4_1_cts	0.188	0.294	0.0492
5_1_grt	0.200	0.295	0.0533
6_report	0.179	0.294	0.0477
[cell usage after synthesis, drive strengths merged]
cell type  number  area, um2
dfxtp          20        400
nor2           18       67.6
and2            8       50.1
nand2           7       26.3
nand3           7       35.0
xnor2           7       61.3
ha              6       75.1
inv             6       22.5
xor2            6       52.6
a21oi           5       28.8
nand4           5       31.3
nor3            4       20.0
nor4            4       40.0
or4             3       30.0
and3            2       13.8
mux2i           2       20.0
o21ai           2       10.0
or3             2       13.8
and4            1       8.76
buf             1       5.00
nand2b          1       6.26
nand3b          1       7.51
nor4b           1       8.76
nor4bb          1       10.0
o2111ai         1       8.76
o21bai          1       7.51
o31ai           1       7.51
or4b            1       13.8
[through the flow]
stage | std cells | util (%) | hold slack [ns]
finish | 237 | 31.0 | 0.503
global route | 237 | 31.0 | 0.533
floorplan | 124 | - | 0.437
CTS | 237 | 31.0 | 0.503
detailed placement | 234 | 30.2 | 0.486
global placement | 234 | 30.2 | 0.478
[worst max-delay path by stage]
stage              start          to  slack (ns)
6_report  pixel_count[4]  H_SYNC_NEG        0.46
5_1_grt   pixel_count[4]  H_SYNC_NEG        0.37
4_1_cts   pixel_count[4]  H_SYNC_NEG        0.44
[area by class of cell]
class | instances | area [um2] | area share (%)
inverters | 6 | 22.5 | 1.40
repair buffers | 41 | 405 | 25.2
well taps | 70 | 87.6 | 5.43
flip-flops and latches | 20 | 400 | 24.8
clock buffers | 3 | 41.3 | 2.56
multi-input cells | 97 | 654 | 40.6
Power and IR drop assume default switching activity.
