$ cat design/flow/design.v
module CONTROL_UNIT (
  CLK,
  HREF,
  VSYNC,
  input_data,
  output_data,
  X_ADDR,
  Y_ADDR,
  w_en,
  part1,
  part2
);
input CLK;
input [7:0] input_data;
input HREF;
input VSYNC;
output reg [14:0] X_ADDR;
output reg [14:0] Y_ADDR;
output reg w_en;
output [7:0] output_data; 
reg write = 0;
output reg [7:0] part1;
output reg [7:0] part2;
wire [7:0] RED =    8'b11100000;
wire [7:0] GREEN =  8'b00011100;
wire [7:0] BLUE =   8'b00000011;
wire [7:0] YELLOW = RED | GREEN;
wire [7:0] CYAN =   GREEN | BLUE;
wire [7:0] MAGENTA = RED | BLUE;
wire [7:0] WHITE = 8'b11111111;
wire [7:0] BLACK = 0;
always @ (posedge CLK) begin
  if (HREF)
  begin
    if (write == 0)
    begin
	  w_en = 0;
      part1 = input_data;
	   write = 1;
    end
    else
	 begin
      part2 = input_data;
	   write = 0;
	   w_en = 1;
		X_ADDR = X_ADDR+1;
    end
  end
  else
  begin
    w_en = 0;
	 write = 0;
	 X_ADDR = 0;
  end
end
always @ (posedge VSYNC, negedge HREF) begin
	if (VSYNC) begin
		Y_ADDR <= 0;
	end
	else
	begin
		Y_ADDR <= Y_ADDR + 1;
	end
end
DOWNSAMPLE downsampler(
  .RGB565({part1,part2}),
  .RGB332(output_data)
);
endmodule
module DOWNSAMPLE (
  RGB565,
  RGB332
);
input  [15:0] RGB565;
output wire [7:0] RGB332;
assign RGB332 = {RGB565[3],RGB565[2],RGB565[1], 
RGB565[15],RGB565[14],RGB565[13], 
RGB565[11],RGB565[10]};
endmodule
$ cat design/flow/run.sh
#!/bin/bash
# OpenROAD 26Q1-2900-gdf79404cd8, Yosys 0.63+post, stock flow scripts
make -C /OpenROAD-flow-scripts/flow DESIGN_CONFIG=/design/flow/config.mk WORK_HOME=/design/flow/orfs finish
$ cat design/flow/config.mk
export PLATFORM = sky130hd
export DESIGN_NAME = CONTROL_UNIT
export DESIGN_NICKNAME = CONTROL_UNIT
export VERILOG_FILES = /design/flow/design.v
export SDC_FILE = /design/flow/constraint.sdc
export NUM_CORES = 4
export LEC_CHECK = 1
export CORE_AREA = 10 10 112 112
export DIE_AREA = 0 0 122 122
$ cat design/flow/constraint.sdc
current_design CONTROL_UNIT

set clk_period 1.9
set clk_io_pct 0.2

create_clock -name clk0 -period $clk_period [get_ports {CLK}]
create_clock -name clk1 -period $clk_period [get_ports {HREF}]

set non_clock_inputs [all_inputs -no_clocks]
set_input_delay [expr $clk_period * $clk_io_pct] -clock clk0 $non_clock_inputs
set_output_delay [expr $clk_period * $clk_io_pct] -clock clk0 [all_outputs]
==> results.txt <==
The synthesis and place-and-route flow finished, so here is a summary.

Entering global routing, the biggest net connects 16 pins. The first-pass detailed-route iteration total is 4. The number of pins exceeding their max-slew limit in the final report is 0.

The library cell with the largest summed area after synthesis is edfxtp_1. The global placer's final weighted congestion came out at between 0.7 and 0.8. The growth of design area from synthesis to finish came out at 65.4%. The post-CTS clock slew at the launch and capture registers of the worst setup and hold paths is ~70 ps. The number of vias after detailed routing is 1522. In the setup report, the worst path falls into the class flop to output pin.

The floorplan core area is between 0.01 and 0.015 mm2. The first-pass GRT wire length is ~8.2 mm. The layer flagged by global routing as most heavily used is met2. Per the detailed-route log, wirelength across all metal layers totals between 5 and 6 mm. The leakage component of the power was reported as 1.39 nW. The worst min-delay path class is clock port to flop.

Synthesis instantiated 29 different standard cells from the library. The reported max-cap violation count came out at 0. The ratio of total power to cell area came out at about 1300 mW/mm2. Setup repair after global routing could not meet its margin everywhere. The remaining max-slew budget at the tightest pin came out at ~77%. Before any placement, the netlist area is recorded as a little under 0.002 mm2.

For reference, the post-synthesis area per instance comes to ~13 um2. The required time of the critical path is about 1500 ps. The report lists the cells along the critical path as buf_2. The worst setup path is launched from a flop.

The die footprint is approximately 0.015 mm2. The final timing report counts setup violations totalling 15. The global-route usage over all layers came out at 6.99%.

The number of global-route vias before repair is 1790. The met3 routing resource usage after global routing is under 10%. The DRC violation count after routing came out at 0. The die extent in y is roughly 120 um.

The number of buffers added on ports came out at approximately 64. The chip area in the Yosys report is approximately 0.0020 mm2. The endpoint arrival time on the critical path came out at ~1900 ps. Broken down by cell family, the worst path's largest delay share belongs to flip-flops. The checks that failed: setup timing.

The layout cell share with drive strength beyond 1 is 28.0%. STA lists the maximum fanout along the critical path as 2. The part of the Yosys area used for sequential elements came out at about 61%.

The number of DRC markers in iteration 0 came out at 50. The timing report gives the biggest stage delay along the critical path as 420 ps. The post-synthesis register bit count is about 48. The met1 usage in global routing came out at about 7.7%.

The initial antenna violation count is 0. In the final routed layout, each cell accounts on average for 12.6 um. The cell with the largest stage delay on the worst path is dfrtn_1. The final report gives the core utilization as about a third. The run finished, with violations left. The worst VDD IR drop from the latest analysis is 560 uV. The overall power after layout came out at about 0.0044 W. STA classifies the critical path endpoint as an output pin.

The synthesis report lists the Yosys warning total as 1. The number of buffers and inverters on the critical path is 1. The final worst setup slack is -337 ps. The yosys cell count is 156. The actual transition at the worst max-transition pin is 349 ps. The overall die width came out at ~120 um. TritonCTS built the clock tree. The final HPWL from detailed placement is between 3 and 4 mm.

The main area contributors are edfxtp_1, dfrtn_1, dfxtp_1. The final timing report lists clock skew as around 4.6 ps. For reference, the final report shows the hold violation count at 0. The share of synthesized area in the top cell type comes to approximately a quarter.

The total tool warning count is 47. The top-level I/O count is about 66. The placement row count came out at 37. Per the detail_route report, inserted antenna diodes total 0. The tally of nets with antenna violations remaining after routing is 0. For met2 alone, demand over resource in global routing was under 10%. The leftover overflow at the end of global routing came out at 0. The cts-stage hold buffer count is 0. The routed design shows a via density per instance of 3.81. The number of instances in the synthesized netlist came out at between 150 and 200. At the floorplan stage, the core utilization is reported as 19.2%.
## metrics by stage
stage               std cells  hold slack (ps)  setup TNS [ps]  setup WS [ps]  instance area, um2
floorplan                 156              228               0            121                1970
global placement          359              122           -4470           -373                2820
detailed placement        359              122           -4510           -380                2820
CTS                       398              365           -4810           -341                3240
global route              400              369           -5300           -372                3260
finish                    400              349           -4660           -337                3260
## cells in the mapped netlist
cell type and n:
nand4_1 10, nand4_4 1, buf_4 8, and2_1 16
and3_2 1, o31ai_1 1, and4_1 3, ha_1 2
xor2_1 6, nand3_2 1, mux2i_1 1, clkbuf_1 2
and3_1 6, buf_6 1, dfxtp_1 17, dfrtn_1 15
nor2b_1 3, o211ai_1 1, inv_1 2, nand2b_1 1
nor2_1 3, edfxtp_1 16, nor2b_2 1, xnor2_1 20
buf_2 2, nor3_2 2, nand4_2 1, nand3_1 5
nand2_1 8
## path summary, 6_finish.rpt
path | from | endpoint | slack (ps) | cells past startpoint
min in group asynchronous | VSYNC | Y_ADDR[10]$_DFF_NP0_ | 1160 | 3
setup / recovery | Y_ADDR[11]$_DFF_NP0_ | Y_ADDR[11] | -340 | 1
max in group asynchronous | VSYNC | Y_ADDR[1]$_DFF_NP0_ | 590 | 3
hold reg to reg | X_ADDR[13]$_SDFFE_PN0P_ | X_ADDR[14]$_SDFFE_PN0P_ | 520 | 2
max in group clk1 | Y_ADDR[0]$_DFF_NP0_ | Y_ADDR[12]$_DFF_NP0_ | 200 | 7
hold / removal | HREF | X_ADDR[8]$_SDFFE_PN0P_ | 350 | 5
setup reg to reg | Y_ADDR[0]$_DFF_NP0_ | Y_ADDR[12]$_DFF_NP0_ | 200 | 7
min in group clk1 | Y_ADDR[12]$_DFF_NP0_ | Y_ADDR[12]$_DFF_NP0_ | 520 | 2
## routing by layer
metal | share of wire [%] | vias up
met5 | 0 | -
met4 | 0.59 | 0
met3 | 12 | 7
met2 | 46 | 77
met1 | 42 | 695
li1 | - | 743
## sequential cells by signal, indices dropped and copies added, names as in the netlist
| register | cells |
|---|---|
| part1 | 8 |
| Y_ADDR | 15 |
| X_ADDR | 15 |
| part2 | 8 |
| write | 1 |
| w_en | 1 |
## cell usage in the layout (no fill, tap or decap), types with 2 or more instances in the layout
cell / count
dfrtn_1: 15
xnor2_1: 20
inv_1: 2
clkbuf_8: 19
edfxtp_1: 16
buf_4: 24
nand4_1: 10
nor3_2: 2
nand2_1: 8
xor2_1: 6
nand3_1: 5
and4_1: 3
clkinv_1: 2
clkbuf_1: 3
buf_2: 15
and3_1: 6
ha_1: 2
nor2_1: 3
dfxtp_1: 17
and2_1: 16
clkbuf_16: 6
clkdlybuf4s50_1: 49
nor2b_1: 3
clkinv_2: 2
## cell families (layout without fill, tap and decap cells)
| kind of cell | Yosys count | in the layout | share of synthesized area [%] |
|---|---|---|---|
| AND/OR/NAND/NOR | 62 | 62 | 20.2 |
| flip-flops | 48 | 48 | 60.8 |
| XOR/XNOR | 26 | 26 | 11.6 |
| buffers and inverters | 15 | 123 | 4.90 |
| adder cells (fa/ha/maj) | 2 | 2 | 1.27 |
| AND-OR/OR-AND | 2 | 2 | 0.763 |
| multiplexers | 1 | 1 | 0.509 |
## final cells by class
cell class                 instances  area, um2
inverter                           2       7.51
timing repair buffer              89        766
sequential                        48       1200
tap                              136        170
fill                            1011       6980
multi-input combinational         93        676
clock inverter                     4       17.5
clock buffer                      28        423
## report_power, final
part           total, W  internal [W]  switching (W)
combinational  0.000497      0.000435      0.0000626
clock           0.00241       0.00150       0.000905
sequential      0.00145       0.00138      0.0000704
total           0.00436       0.00332        0.00104
## what timing repair did
item,CTS,global route
pin swaps,0,0
gates resized,45,0
setup buffers,7,2
endpoints found under the setup margin,31,15
Power is estimated from default activity; no workload was simulated.
